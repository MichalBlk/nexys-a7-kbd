**./constraint.sdc**
```tcl
current_design top

set clk_period 4.7
set clk_io_pct 0.2

create_clock -name clk0 -period $clk_period [get_ports {CLK100MHZ}]

set non_clock_inputs [all_inputs -no_clocks]
set_input_delay [expr $clk_period * $clk_io_pct] -clock clk0 $non_clock_inputs
set_output_delay [expr $clk_period * $clk_io_pct] -clock clk0 [all_outputs]
```
**./design.v**
```verilog
module debouncer #(
  parameter CNT = 4
)(
  input  logic clk_100mhz,
  input  logic nrst,
  input  logic src,
  output logic dst
);
  localparam CNTLEN = $clog2(CNT);
  logic [CNTLEN - 1:0] cnt, cnt_r;
  logic                cur, cur_r;
  logic                out, out_r;
  always_comb begin
    cnt = cnt_r;
    cur = cur_r;
    out = out_r;
    if (src == cur_r) begin
      if (cnt_r == CNT - 1)
        out = cur_r;
      else
        cnt = cnt_r + 1;
    end else begin
      cnt = 0;
      cur = src;
    end
  end
  always_ff @(posedge clk_100mhz, negedge nrst)
    if (!nrst) begin
      cnt_r <= 0;
      cur_r <= 0;
      out_r <= 0;
    end else begin
      cnt_r <= cnt;
      cur_r <= cur;
      out_r <= out;
    end
  assign dst = out_r;
endmodule
module kbd(
  input  logic        clk_100mhz,
  input  logic        kbd_clk,
  input  logic        nrst,
  input  logic        kbd_data,
  output logic [31:0] keycodes
);
  logic [31:0] codes, codes_r;
  logic [7:0]  scancode, scancode_r;
  logic [7:0]  pv_scancode, pv_scancode_r;
  logic [3:0]  cnt, cnt_r;
  logic        db_kbd_clk;
  logic        db_kbd_data;
  debouncer #(
    .CNT (40)  
  ) KBD_CLK_DEBOUNCER(
    .clk_100mhz (clk_100mhz),
    .nrst       (nrst),
    .src        (kbd_clk),
    .dst        (db_kbd_clk)
  );
  debouncer #(
    .CNT (40)
  ) KBD_DATA_DEBOUNCER(
    .clk_100mhz (clk_100mhz),
    .nrst       (nrst),
    .src        (kbd_data),
    .dst        (db_kbd_data)
  );
  always_comb begin
    scancode = scancode_r;
    case (cnt_r)
      1: scancode[0] = db_kbd_data;
      2: scancode[1] = db_kbd_data;
      3: scancode[2] = db_kbd_data;
      4: scancode[3] = db_kbd_data;
      5: scancode[4] = db_kbd_data;
      6: scancode[5] = db_kbd_data;
      7: scancode[6] = db_kbd_data;
      8: scancode[7] = db_kbd_data;
    endcase
  end
  always_ff @(negedge db_kbd_clk)
    scancode_r <= scancode;
  assign cnt = cnt_r == 10 ? 0 : cnt_r + 1;
  always_ff @(negedge db_kbd_clk, negedge nrst)
    if (!nrst)
      cnt_r <= 0;
    else
      cnt_r <= cnt;
  always_comb begin
    codes       = codes_r;
    pv_scancode = pv_scancode_r;
    if (cnt_r == 9 && scancode_r != pv_scancode_r) begin
      codes       = {codes_r[23:0], scancode_r};
      pv_scancode = scancode_r;
    end
  end
  always_ff @(negedge db_kbd_clk, negedge nrst)
    if (!nrst) begin
      codes_r       <= 0;
      pv_scancode_r <= 0;
    end else begin
      codes_r       <= codes;
      pv_scancode_r <= pv_scancode;
    end
  assign keycodes = codes_r;
endmodule
module seven_seg(
  input  logic        clk_100mhz,
  input  logic        nrst,
  output logic        ca,
  output logic        cb,
  output logic        cc,
  output logic        cd,
  output logic        ce,
  output logic        cf,
  output logic        cg,
  output logic        dp,
  output logic [7:0]  an,
  input  logic [31:0] val
);
  localparam ZERO   = 7'b000_0001;
  localparam ONE    = 7'b100_1111;
  localparam TWO    = 7'b001_0010;
  localparam THREE  = 7'b000_0110;
  localparam FOUR   = 7'b100_1100;
  localparam FIVE   = 7'b010_0100;
  localparam SIX    = 7'b010_0000;
  localparam SEVEN  = 7'b000_1111;
  localparam EIGHT  = 7'b000_0000;
  localparam NINE   = 7'b000_0100;
  localparam CHAR_A = 7'b000_1000;
  localparam CHAR_B = 7'b110_0000;
  localparam CHAR_C = 7'b111_0010;
  localparam CHAR_D = 7'b100_0010;
  localparam CHAR_E = 7'b011_0000;
  localparam CHAR_F = 7'b011_1000;
  localparam STEP   = 10000;
  logic [13:0] cnt, cnt_r;
  logic [2:0]  idx, idx_r;
  always_comb begin
    cnt = cnt_r + 1;
    idx = idx_r;
    if (cnt_r == STEP - 1) begin
      cnt = 0;
      idx = idx_r + 1;
    end
  end
  always_ff @(posedge clk_100mhz, negedge nrst)
    if (!nrst) begin
      cnt_r <= 0;
      idx_r <= 0;
    end else begin
      cnt_r <= cnt;
      idx_r <= idx;
    end
  always_comb
    case (idx_r)
      0: an = 8'b1111_1110;
      1: an = 8'b1111_1101;
      2: an = 8'b1111_1011;
      3: an = 8'b1111_0111;
      4: an = 8'b1110_1111;
      5: an = 8'b1101_1111;
      6: an = 8'b1011_1111;
      7: an = 8'b0111_1111;
    endcase
  logic [3:0] digit;
  always_comb
    case (idx_r)
      0: digit = val[3:0];
      1: digit = val[7:4];
      2: digit = val[11:8];
      3: digit = val[15:12];
      4: digit = val[19:16];
      5: digit = val[23:20];
      6: digit = val[27:24];
      7: digit = val[31:28];
    endcase
  always_comb
    case (digit)
      0:  {ca, cb, cc, cd, ce, cf, cg} = ZERO;
      1:  {ca, cb, cc, cd, ce, cf, cg} = ONE;
      2:  {ca, cb, cc, cd, ce, cf, cg} = TWO;
      3:  {ca, cb, cc, cd, ce, cf, cg} = THREE;
      4:  {ca, cb, cc, cd, ce, cf, cg} = FOUR;
      5:  {ca, cb, cc, cd, ce, cf, cg} = FIVE;
      6:  {ca, cb, cc, cd, ce, cf, cg} = SIX;
      7:  {ca, cb, cc, cd, ce, cf, cg} = SEVEN;
      8:  {ca, cb, cc, cd, ce, cf, cg} = EIGHT;
      9:  {ca, cb, cc, cd, ce, cf, cg} = NINE;
      10: {ca, cb, cc, cd, ce, cf, cg} = CHAR_A;
      11: {ca, cb, cc, cd, ce, cf, cg} = CHAR_B;
      12: {ca, cb, cc, cd, ce, cf, cg} = CHAR_C;
      13: {ca, cb, cc, cd, ce, cf, cg} = CHAR_D;
      14: {ca, cb, cc, cd, ce, cf, cg} = CHAR_E;
      15: {ca, cb, cc, cd, ce, cf, cg} = CHAR_F;
    endcase
  assign dp = 1;
endmodule
module top(
  input  logic       CLK100MHZ,
  input  logic       CPU_RESETN,
  output logic       CA,
  output logic       CB,
  output logic       CC,
  output logic       CD,
  output logic       CE,
  output logic       CF,
  output logic       CG,
  output logic       DP,
  output logic [7:0] AN,
  input  logic       PS2_CLK,
  input  logic       PS2_DATA
);
  logic [31:0] keycodes;
  kbd KBD(
    .clk_100mhz (CLK100MHZ),
    .kbd_clk    (PS2_CLK),
    .nrst       (CPU_RESETN),
    .kbd_data   (PS2_DATA),
    .keycodes   (keycodes)
  );
  seven_seg SEVEN_SEG(
    .clk_100mhz (CLK100MHZ),
    .nrst       (CPU_RESETN),
    .ca         (CA),
    .cb         (CB),
    .cc         (CC),
    .cd         (CD),
    .ce         (CE),
    .cf         (CF),
    .cg         (CG),
    .dp         (DP),
    .an         (AN),
    .val        (keycodes)
  );
endmodule
```
**./run.sh**
```bash
#!/bin/bash
# OpenROAD 26Q1-2900-gdf79404cd8, Yosys 0.63+post, stock flow scripts
make -C /OpenROAD-flow-scripts/flow DESIGN_CONFIG=/design/flow/config.mk WORK_HOME=/design/flow/orfs finish
```
**./config.mk**
```make
export PLATFORM = sky130hd
export DESIGN_NAME = top
export DESIGN_NICKNAME = top
export VERILOG_FILES = /design/flow/design.v
export SDC_FILE = /design/flow/constraint.sdc
export NUM_CORES = 4
export LEC_CHECK = 1
export CORE_UTILIZATION = 40
```
==> impl_metrics.yaml <==
# yosys + openroad results
yosys:
  netlist_logic_family_top: "simple AND/OR/NAND/NOR gates"
  synth_adder_area_share: 0.0519
  mux_area_frac: 0.123
  ys_ff: 77
  ys_seq_share: 0.510
  ys_area_mm2: 0.00385
  synth-compound-area-share: 0.0737
  syn-cell-area_mm2: 0.00385
  avgSynthCellArea_um2: 11.4
  simple_gate_share: 0.137
  yosys_cells: 339
  synth_xor_xnor_area_share: 0.0705
  synthCells: 339
  ys_warn_count: 3
  yosysUniqueCellTypes: 49
routing:
  drc_errors: 0
  first_pass_iters: 4
  antennaDiodeCount: 0
  routed_wl_mm: 6.30
  avgViaCountPerCell: 4.89
  drtIter0Drc: 91
  wl_per_cell_um: 13.0
  vias: 2366
  drtAntennaViolNets: 0
cts:
  insertion_delay_ps: 280
  clk_pin_slew_ps: 70
  ctsResizeCount: 0
  postCtsSetupBuffers: 0
  root_buffer: "clkbuf_8"
  htree_num_levels: 2
  cts_tree: "built"
  hold_buffers: 0
  cts_buffer_depth: 2
  cts_buffers: 5
sta:
  unclocked_pins: 44
  untimed_endpoints: 52
  max_freq_ghz: 0.240
  rsz0062_at_grt: "false"
  tightest_slew_ps: 596
  hold_viol_final: 0
  slew_viol_final: 0
  min_period_over_period: 0.887
  slew_headroom: 0.603
  fin_crit_ps: 4170
  setup_viol: 0
  fin_worst_skew_ps: 9.63
  setup_tns_ps: 0
critical_path:
  critPathBufInv: 4
  crit_chain: "inv_1 > ha_1 > nor2b_1 > o21ai_0 > a21oi_1 > or2_2 > inv_1 > ha_1 > inv_1 > mux2_4 > o22ai_2 > clkdlybuf4s50_1"
  r2r_cells: 6
  r2r_end: "SEVEN_SEG.cnt_r[9]"
  regToRegStartpoint: "SEVEN_SEG.cnt_r[0]"
  cp-startpoint: "SEVEN_SEG.idx_r[1]"
  crit_path_top_delay_cell: "clkdlybuf4s50_1"
  critPathCaptureType: "output pin"
  cp_top_family: "buffers and inverters"
  ff2ff_setup_slack_ps: 2900
  critPathMaxStageDelay_ps: 480
  crit_fanout: 12
  cp-start-kind: "flip-flop"
  worstPathRequired_ps: 3760
  cp.arrival_ps: 3230
  critical_path.most_common_cell: "inv_1"
  critPathKind: "reg2out"
final_layout:
  syn_to_final_growth_pct: 10.4
  final_core_util: 0.458
  finalNonFillerCells: 484
  drive_gt1_frac: 0.155
grt:
  track_usage: 0.143
  antenna_found_initial: 0
  grt_overflow_total: 0
  grt_pass1_wl_mm: 11.2
  grt_max_degree: 45
  grt_pass1_vias: 2355
power_and_ir_drop:
  finalPower_mw: 0.602
  ir_drop_mv: 0.134
  p_per_area_mw_per_mm2: 142
  p_leak_nw: 1.87
job:
  tool_warnings: 35
  drv_cap: 0
place:
  dp.cells: 476
  detailed_place_hpwl_mm: 4.57
  place.gp.congestion: 0.817
  io_buffers: 18
worst_hold_path:
  hold_path_depth: 1
  min-delay-start: "SEVEN_SEG.cnt_r[0]"
  hold_path.class: "reg2reg"
  worstHoldEndpoint: "SEVEN_SEG.cnt_r[0]"
floorplanning:
  die_w_um: 100
  rows: 35
  core-area_mm2: 0.00928
  fp_util: 0.415
  ios: 20
  die_h_um: 100
  die_area_mm2: 0.0100
status:
  status: "finished, final reports clean"
-- worst max-delay path by stage --
stage | endpoint | depth (start not counted)
after CTS | CF | 12
after global routing | CB | 11
final | CF | 12
-- power by group --
part	switching [mW]	total [mW]	internal, mW
combinational	0.0233	0.0354	0.0121
sequential	0.00754	0.300	0.293
clock	0.108	0.266	0.159
-- flip-flops by register name (all words and copies together) (netlist names) --
signal                        cells
KBD.KBD_DATA_DEBOUNCER.cur_r      1
KBD.KBD_DATA_DEBOUNCER.out_r      1
KBD.KBD_DATA_DEBOUNCER.cnt_r      6
SEVEN_SEG.cnt_r                  14
SEVEN_SEG.idx_r                   3
KBD.scancode_r                    8
KBD.cnt_r                         4
KBD.KBD_CLK_DEBOUNCER.cnt_r       6
KBD.codes_r                      25
KBD.KBD_CLK_DEBOUNCER.out_r       1
KBD.pv_scancode_r                 7
KBD.KBD_CLK_DEBOUNCER.cur_r       1
-- cell usage in the layout, fill, tap and decap left out, types with 3 or more instances in the layout --
master / count
a21oi_1: 11
a22oi_1: 5
and3_1: 3
buf_4: 4
clkbuf_8: 5
clkdlybuf4s50_1: 17
dfrtn_1: 36
dfrtp_1: 33
edfxtp_1: 8
ha_1: 16
inv_1: 11
mux2_2: 31
mux2i_1: 6
nand2_1: 20
nand2b_1: 6
nand3_1: 13
nand4_1: 5
nor2_1: 31
nor2b_1: 9
nor3_1: 10
nor3b_1: 3
o21ai_0: 8
xnor2_1: 16
xor2_1: 15
-- metal layers --
layer	part of all wire	up-vias	wire [µm]	track usage
met5	0	-	0	0
met4	0.0043	0	27	0.00892
met3	0.022	2	141	0.0198
met2	0.44	24	2760	0.217
met1	0.53	1125	3370	0.243
li1	-	1215	-	-
-- synthesized netlist by cell type, drive strengths merged --
cell	count	area share
or2	2	0.0032
or3	1	0.0029
nand2b	6	0.0097
a22oi	5	0.0097
and4b	1	0.0026
nand2	20	0.019
nand3b	1	0.0019
inv	12	0.012
o2111ai	1	0.0039
o21a	3	0.0062
a21oi	11	0.014
xnor2	16	0.036
nor2b	9	0.015
nor3b	3	0.0058
and2	1	0.0016
conb	1	0.00097
dfrtp	33	0.21
nor4b	1	0.0023
o31a	1	0.0023
xor2	15	0.034
nor2	31	0.030
buf	8	0.015
nor3	10	0.013
a32oi	1	0.0023
nand4	5	0.0081
o22a	2	0.0068
o2bb2ai	1	0.0023
nand3	13	0.017
mux2	34	0.10
a222oi	1	0.0026
dfrtn	36	0.23
a32o	1	0.0026
and3	3	0.0049
edfxtp	8	0.062
mux2i	6	0.016
o311ai	2	0.0045
clkbuf	6	0.0058
o22ai	1	0.0032
mux4	1	0.0058
o21ai	10	0.013
ha	16	0.052
-- stage by stage --
| step | hold slack [ps] | cell area, µm² | worst slack, ps |
|---|---|---|---|
| 3_5_place_dp | 489 | 4140 | 841 |
| 3_3_place_gp | 483 | 4140 | 898 |
| 2_1_floorplan | 455 | 3850 | 1380 |
| 5_1_grt | 541 | 4260 | 257 |
| 6_report | 503 | 4260 | 533 |
| 4_1_cts | 507 | 4260 | 535 |
-- cell type report --
| cell class | instances | area, µm² |
|---|---|---|
| multi-input cells | 236 | 1760 |
| clock inverters | 3 | 46.3 |
| well taps | 129 | 161 |
| clock buffers | 5 | 68.8 |
| flip-flops and latches | 77 | 1970 |
| repair buffers | 22 | 205 |
| fillers | 861 | 5030 |
| inverters | 12 | 45.0 |
-- worst reg2reg max path, stage by stage (launching register included) --
cell     delay, ps
dfrtp_1        400
ha_1           200
nand3_1        170
and4b_1        610
o21ai_0        150
nand2_1         80
o21ai_0         70
-- cells by family (layout without fill, tap and decap cells) --
family / Yosys count / in the layout
xor gates and xnor gates: 31 / 31
AOI/OAI and AO/OA: 40 / 40
other: 1 / 1
buffers and inverters: 26 / 42
and+or+nand+nor: 107 / 107
DFF: 77 / 77
adders and majority gates: 16 / 16
muxes: 41 / 41
Power and IR drop assume default switching activity.
